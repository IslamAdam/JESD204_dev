**./run.sh**
```bash
#!/bin/bash
# OpenROAD 26Q1-2900-gdf79404cd8, Yosys 0.63+post, stock flow scripts
make -C /OpenROAD-flow-scripts/flow DESIGN_CONFIG=/design/flow/config.mk WORK_HOME=/design/flow/orfs finish
```
**./config.mk**
```make
export PLATFORM = sky130hd
export DESIGN_NAME = jesd204b_rx_core_slide
export DESIGN_NICKNAME = jesd204b_rx_core_slide
export VERILOG_FILES = /design/flow/design.v
export SDC_FILE = /design/flow/constraint.sdc
export NUM_CORES = 4
export LEC_CHECK = 1
export CORE_UTILIZATION = 40
```
**./constraint.sdc**
```tcl
current_design jesd204b_rx_core_slide

set clk_period 4.2
set clk_io_pct 0.2

create_clock -name clk0 -period $clk_period [get_ports {i_dclk}]
create_clock -name clk1 -period $clk_period [get_ports {i_gtwiz_reset_clk_freerun_in}]

set non_clock_inputs [all_inputs -no_clocks]
set_input_delay [expr $clk_period * $clk_io_pct] -clock clk0 $non_clock_inputs
set_output_delay [expr $clk_period * $clk_io_pct] -clock clk0 [all_outputs]
```
**./design.v**
```verilog
module jesd204b_lmfc_generator #(
    parameter JESD_F = 1,    
    parameter JESD_K = 8,    
    parameter DCLK_DIV = 4,  
    parameter LMFC_CNT_WIDTH = 8  
) (
    input wire dclk,    
    input wire sysref,  
    output wire o_lmfc,
    output wire[LMFC_CNT_WIDTH-1:0] o_lmfc_cnt,
    output wire o_sysref_done
);
reg[LMFC_CNT_WIDTH:0] lmfc_cnt_double = 0;
assign o_lmfc_cnt = lmfc_cnt_double >> 1;
assign o_lmfc = lmfc_cnt_double[0];
localparam dclk_cnt_width = $clog2(((JESD_K * JESD_F)/DCLK_DIV)+1);
reg[dclk_cnt_width-1:0] dclk_cnt = 0;
reg sysref_done_flag = 0;
assign o_sysref_done = sysref_done_flag;
always @(posedge dclk ) begin
    if(sysref) begin
        lmfc_cnt_double <= 1;
        dclk_cnt        <= 1;
        sysref_done_flag          <= 1'b1;
    end else begin
        sysref_done_flag <= 1'b0;
        dclk_cnt <= dclk_cnt + 1;
        if( dclk_cnt % (((JESD_K * JESD_F)/DCLK_DIV)/2) == 0) begin
            lmfc_cnt_double <= lmfc_cnt_double + 1;
        end
    end
end
endmodule
module jesd204b_rx_core_slide #(
    parameter LMFC_CNT_WIDTH    = 8,
    parameter USERDATA_WIDTH    = 32,
    parameter JESD204B_CONFIG_L = 5'b00000,
    parameter JESD204B_CONFIG_F = 8'b00000000,
    parameter JESD204B_CONFIG_K = 5'b00000,
    parameter JESD204B_CONFIG_M = 8'b00000000
) (
        output wire o_nsync,
        input  wire i_sysref,
        input wire i_dclk,   
        output wire o_gtwiz_userclk_rx_active_in, 
        input  wire i_gtwiz_reset_clk_freerun_in, 
        output wire o_gtwiz_reset_all_in,
        input  wire i_gtwiz_reset_rx_done_out,
        input  wire i_gtpowergood_out,
        output wire o_rxslide_in        ,   
        input wire i_rxbyteisaligned_out,
        (* X_INTERFACE_PARAMETER = "XIL_INTERFACENAME o_rxusrclk2, FREQ_HZ 125000000, FREQ_TOLERANCE_HZ 0, PHASE 0.0" *)
        (* X_INTERFACE_INFO = "xilinx.com:signal:clock:1.0 o_rxusrclk2 CLK" *)
        output wire o_rxusrclk2,     
        input wire [USERDATA_WIDTH-1:0] i_gtwiz_userdata_rx_out,
        output wire o_data_clk,  
        output wire [USERDATA_WIDTH-1:0] o_data_from_transceiver
);
localparam STARTUP_TIME = 100;
reg [7:0] startup_cnt = 0;
assign o_rxusrclk2 = i_dclk;
reg gtwiz_userclk_rx_active_in;
assign o_user_rx_active_in = gtwiz_userclk_rx_active_in;
reg gtwiz_reset_all_in;
assign o_gtwiz_reset_all_in = gtwiz_reset_all_in;
wire                      lmfc          ;
wire [LMFC_CNT_WIDTH-1:0] lmfc_cnt      ;
wire                      sysref_done   ;
reg                       lmfc_alligned ;  
reg [2:0] JESD204_state = 3'b000;  
reg [2:0] ILAS_lmfc_cnt;
wire [7:0] lane0_data0;
wire [7:0] lane0_data1;
wire [7:0] lane0_data2;
wire [7:0] lane0_data3;
assign lane0_data0 = i_gtwiz_userdata_rx_out[7:0];
assign lane0_data1 = i_gtwiz_userdata_rx_out[15:8];
assign lane0_data2 = i_gtwiz_userdata_rx_out[23:16];
assign lane0_data3 = i_gtwiz_userdata_rx_out[31:24];
reg nsync = 1'b1;
assign o_nsync = nsync;
reg rxslide_in      = 1'b0;
assign o_rxslide_in = rxslide_in;
    always @(posedge i_gtwiz_reset_clk_freerun_in ) begin
        if(startup_cnt < STARTUP_TIME)
            startup_cnt <= startup_cnt + 1;
        if(startup_cnt == STARTUP_TIME - 1)
            gtwiz_userclk_rx_active_in <= 1;
    end
    reg [15:0] reset_hold = 0;
    localparam reset_hold_time = 10000;
    always @(posedge i_gtwiz_reset_clk_freerun_in ) begin
        if(i_gtpowergood_out && reset_hold > reset_hold_time) begin
            gtwiz_reset_all_in <= 1'b0;
        end else begin
            gtwiz_reset_all_in <= 1'b1;
            reset_hold <= reset_hold + 1;
        end
    end
    localparam K285_K = 8'b10111100 ;
    localparam K283_A = 8'b01111100 ;
    localparam K280_R = 8'b00011100 ;
    reg [13:0] ILAS_SECOND_MULTI_FLAME [7:0];    
    reg [3 :0] ILAS_SECOND_MULTI_FLAME_pnt  ; 
    reg        SECOND_FLAME_DETECT          ;
    reg        CGS_ILAS_DONE_LINK_OK        ;
    reg        CommaDetectFlag = 0          ;
    wire ILAS_config_check;
    assign ILAS_config_check = (ILAS_SECOND_MULTI_FLAME[3][4:0] == JESD204B_CONFIG_L &&
                                ILAS_SECOND_MULTI_FLAME[4][7:0] == JESD204B_CONFIG_F &&
                                ILAS_SECOND_MULTI_FLAME[5][4:0] == JESD204B_CONFIG_K &&
                                ILAS_SECOND_MULTI_FLAME[6][7:0] == JESD204B_CONFIG_M );
    always @(posedge i_dclk )begin
        if(sysref_done)begin
            if(i_gtwiz_reset_rx_done_out && i_gtpowergood_out)begin
                lmfc_alligned <= 1'b1;
            end
        end
     end
    always @(posedge o_rxusrclk2) begin
            if (i_gtwiz_reset_rx_done_out && i_gtpowergood_out) begin
                case (JESD204_state)
                    3'b000: begin
                        JESD204_state <= 3'b001;
                    end
                    3'b001: begin  
                        JESD204_state <= 3'b010;
                        nsync <= 1'b0;  
                    end
                    3'b010: begin  
                        if( CommaDetectFlag) begin
                            JESD204_state <= 3'b011;
                            nsync <= 1'b1; 
                        end   
                    end
                    3'b011: begin  
                        if(lane0_data0 == K280_R || 
                           lane0_data1 == K280_R || 
                           lane0_data2 == K280_R || 
                           lane0_data3 == K280_R  
                        )begin
                            ILAS_lmfc_cnt <= 1;
                            JESD204_state <= 3'b100;
                        end
                    end
                    3'b100: begin  
                        if(ILAS_lmfc_cnt == 1 && SECOND_FLAME_DETECT == 0) begin
                            if( lane0_data0 == K283_A )begin
                                ILAS_SECOND_MULTI_FLAME[0]  <= lane0_data1;
                                ILAS_SECOND_MULTI_FLAME[1]  <= lane0_data2;
                                ILAS_SECOND_MULTI_FLAME[2]  <= lane0_data3;
                                ILAS_SECOND_MULTI_FLAME_pnt <= 3;
                                SECOND_FLAME_DETECT <= 1;
                            end
                            if( lane0_data1 == K283_A )begin
                                ILAS_SECOND_MULTI_FLAME[0] = lane0_data2;
                                ILAS_SECOND_MULTI_FLAME[1] = lane0_data3;
                                ILAS_SECOND_MULTI_FLAME_pnt <= 2;
                                SECOND_FLAME_DETECT <= 1;
                            end
                            if( lane0_data2 == K283_A )begin
                                ILAS_SECOND_MULTI_FLAME[0] = lane0_data3;
                                ILAS_SECOND_MULTI_FLAME_pnt <= 1;
                                SECOND_FLAME_DETECT <= 1;
                            end
                            if( lane0_data3 == K283_A )begin
                                SECOND_FLAME_DETECT <= 1;
                            end
                        end else if (ILAS_lmfc_cnt == 1 && SECOND_FLAME_DETECT)begin
                                if(ILAS_SECOND_MULTI_FLAME_pnt + 3 < 13)begin
                                    ILAS_SECOND_MULTI_FLAME[ILAS_SECOND_MULTI_FLAME_pnt  ] <= lane0_data0;
                                    ILAS_SECOND_MULTI_FLAME[ILAS_SECOND_MULTI_FLAME_pnt+1] <= lane0_data1;
                                    ILAS_SECOND_MULTI_FLAME[ILAS_SECOND_MULTI_FLAME_pnt+2] <= lane0_data2;
                                    ILAS_SECOND_MULTI_FLAME[ILAS_SECOND_MULTI_FLAME_pnt+3] <= lane0_data3;
                                end else if(ILAS_SECOND_MULTI_FLAME_pnt + 2 < 13)begin
                                    ILAS_SECOND_MULTI_FLAME[ILAS_SECOND_MULTI_FLAME_pnt  ] <= lane0_data0;
                                    ILAS_SECOND_MULTI_FLAME[ILAS_SECOND_MULTI_FLAME_pnt+1] <= lane0_data1;
                                    ILAS_SECOND_MULTI_FLAME[ILAS_SECOND_MULTI_FLAME_pnt+2] <= lane0_data2;
                                    ILAS_SECOND_MULTI_FLAME[ILAS_SECOND_MULTI_FLAME_pnt+3] <= lane0_data3;
                                    ILAS_lmfc_cnt <= 2;
                                end else if(ILAS_SECOND_MULTI_FLAME_pnt + 1 < 13)begin 
                                    ILAS_SECOND_MULTI_FLAME[ILAS_SECOND_MULTI_FLAME_pnt  ] <= lane0_data0;
                                    ILAS_SECOND_MULTI_FLAME[ILAS_SECOND_MULTI_FLAME_pnt+1] <= lane0_data1;
                                    ILAS_SECOND_MULTI_FLAME[ILAS_SECOND_MULTI_FLAME_pnt+2] <= lane0_data2;
                                    ILAS_lmfc_cnt <= 2;
                                end else if (ILAS_SECOND_MULTI_FLAME_pnt < 13)begin
                                    ILAS_SECOND_MULTI_FLAME[ILAS_SECOND_MULTI_FLAME_pnt  ] <= lane0_data0;
                                    ILAS_SECOND_MULTI_FLAME[ILAS_SECOND_MULTI_FLAME_pnt+1] <= lane0_data1;
                                    ILAS_lmfc_cnt <= 2;
                                end else if (ILAS_SECOND_MULTI_FLAME_pnt == 13) begin
                                    ILAS_SECOND_MULTI_FLAME[ILAS_SECOND_MULTI_FLAME_pnt  ] <= lane0_data0;
                                    ILAS_lmfc_cnt <= 2;
                                end
                        end else begin
                            if (lane0_data0 == K283_A |
                                lane0_data1 == K283_A |
                                lane0_data2 == K283_A |
                                lane0_data3 == K283_A)begin
                                    ILAS_lmfc_cnt <= ILAS_lmfc_cnt + 1;
                                end
                            if(ILAS_lmfc_cnt == 4)begin
                                if (ILAS_config_check) begin
                                    JESD204_state <= 3'b101;
                                end else begin
                                    JESD204_state <= 3'b110;
                                end
                            end
                        end  
                    end
                    3'b101: begin  
                        CGS_ILAS_DONE_LINK_OK <= 1'b1;
                    end
                    3'b110: begin  
                        JESD204_state <= 3'b000;  
                    end
                    default:
                             ;
                endcase
            end
    end
    reg [6:0] rxusrclk2_edge_cnt = 0;  
    wire rxusrclk_pos = o_rxusrclk2;
    wire rxusrclk_neg =! o_rxusrclk2;
    always @(posedge rxusrclk_pos) begin
         if(JESD204_state == 3'b010)begin
            if (lane0_data0 != K285_K &&
                lane0_data1 != K285_K &&
                lane0_data2 != K285_K &&
                lane0_data3 != K285_K) begin     
                    if(rxusrclk2_edge_cnt == 35)begin
                        rxusrclk2_edge_cnt <= 0;
                     end  else begin
                             rxusrclk2_edge_cnt = rxusrclk2_edge_cnt + 1;
                     end
            end else begin
                end
        end
    end
    always @(posedge rxusrclk_neg) begin
         if(JESD204_state == 3'b010)begin
            if (lane0_data0 != K285_K &&
                lane0_data1 != K285_K &&
                lane0_data2 != K285_K &&
                lane0_data3 != K285_K) begin     
                 CommaDetectFlag <= 0;
                if (rxusrclk2_edge_cnt == 0) begin
                        rxslide_in <= 1'b1;
                    end else begin
                        if (rxusrclk2_edge_cnt == 2) begin
                            rxslide_in <= 1'b0;
                        end
                    end
            end else begin
                    rxslide_in <= 1'b0;
                    CommaDetectFlag <= 1;
                end
        end
    end
    assign o_data_clk = o_rxusrclk2;
    reg [USERDATA_WIDTH-1:0] tx_data;
    assign o_data_from_transceiver = tx_data;
    always @(posedge o_data_clk) begin
        if(CGS_ILAS_DONE_LINK_OK)begin
            tx_data <= i_gtwiz_userdata_rx_out;
        end else begin
            tx_data <= 0;
        end
    end
jesd204b_lmfc_generator #(
    .JESD_F        (1)       ,  
    .JESD_K        (8)       ,   
    .DCLK_DIV      (4)       , 
    .LMFC_CNT_WIDTH(LMFC_CNT_WIDTH) 
) lmfc_gen_inst (
    .dclk       (i_dclk)     ,    
    .sysref     (i_sysref)   , 
    .o_lmfc     (lmfc)       ,
    .o_lmfc_cnt (lmfc_cnt)   ,
    .o_sysref_done(sysref_done)
);
endmodule
```
==> run summary <==
Notes on the physical implementation.

- The flow ran to the end, and the final reports show no timing, DRC or antenna violations.
- The synth_stat.txt file lists the number of cells as approximately 210.
- The final-layout setup total negative slack is 0 ns, for reference.
- The type of the setup path with the least slack is input pin to flop, for reference.
- The required time at the endpoint of the critical path is 2.27 ns, for reference.
- In this run the mean area of a mapped cell was 12.05 µm².
- The leakage power of the design is approximately 1.5 nW, for reference.
- The post-CTS hold buffer count recorded in the log is 0.
- Looking at the max-slew report, the worst-margin pin has a slew of roughly 0.81 ns.
- The standard-cell row count is 28, for reference.
- On the critical path, the stage with the largest delay is an instance of clkdlybuf4s50_1.
- The final weighted congestion in routability-driven placement is approximately 0.80, for reference.
- In the final run the clock tree shows a worst skew of 0.07065 ns.
- The leading cell type by number of instances after synthesis is dfxtp_1, for reference.
- Per the synthesis report, the number of distinct cell types is 38.
- The slew check shows that the tightest pin keeps a relative margin of between 40% and 50%.
- Per the power-grid run, VDD falls by no more than ~0.00037 V.
- The overall via count from detail_route is 1,863, for reference.
- The via count of the first global-routing pass came to 1,872.
- The delay of the slowest cell on the worst path is 0.48 ns, for reference.
- The area added between synthesis and finish is 44.83%, for reference.
- The destination of the worst register-to-register timing path is rxslide_in$_SDFFCE_NN0P_, for reference.
- At the end of the flow the core is filled with cells to roughly three fifths.
- The worst setup path is captured at a flop.
- According to the floorplan report, the die height is 81.55 µm.
- The total antenna diodes in the routed design is 0, for reference.
- The launching element type of the critical path is an input pin, for reference.
- The startpoint of the lowest-slack register-to-register path is rxusrclk2_edge_cnt[2]$_SDFFCE_PN0P_, for reference.
- The post-synthesis cell type with the largest combined area is edfxtp_1, for reference.
- The launch instance of the worst min-delay path is reset_hold[10]$_DFFE_PN_, for reference.
- The number of iterations in the first detailed-routing pass is 4, for reference.
- The pin count of the biggest net entering global routing is 18, for reference.
- The worst-case reg-to-reg setup slack stands at roughly 0.45 ns.
- The number of OpenROAD warnings is 35, for reference.
- The final tally of max-slew violations is 0, for reference.
- Grouping stages by cell kind, the critical path spends the most delay in buffers and inverters.
- The number of instances in the synthesized netlist is ~210, for reference.
- TritonCTS built the clock tree.
- The logic depth of the worst register-to-register path is 4, for reference.
- The share of the core area taken by cells at floorplan is around 42%.
- The number of fill cells in the layout is about 510, for reference.
- The overall track demand over capacity in global routing is between 15 and 20%, for reference.
- According to the Yosys statistics, the synthesized design has a chip area of around 0.0025 mm².
- The first global-routing pass estimated between 8000 and 9000 µm of wire.
- The sequential element share of the synthesized area is between 60% and 70%, for reference.
- The remaining design rule violation count is 0, for reference.
- The synthesized netlist occupies a cell area of 0.002531 mm².
- Ranked by total cell area, the synthesized netlist is headed by edfxtp_1, dfxtp_1, xnor2_1.
- The path with the worst hold slack has its endpoint at reset_hold[10]$_DFFE_PN_.
- In this run the biggest area consumer among cell types represents between 30% and 40% of the synthesized area.
- Per the OpenROAD floorplan log, the width of the die is 81.55 µm.
- TritonRoute output was used to compute an average wire per cell of roughly 13 µm.
- Setup violations remaining at the end of the flow were counted as 0.
- The buffer-and-inverter tally for the worst setup path is 2, for reference.
- Nets still carrying antenna violations after routing amount to 0.
- The number of flops mapped to enable cells by yosys is 32, for reference.
- Per the summary, power density relative to cell area is 370.8 mW/mm².
- The iteration-0 DRC count of the detailed router is 54, for reference.
- Setup repair after global routing left no endpoint under its margin.
- The final wirelength is between 5000 and 6000 µm, for reference.
- The layout cell share with drive strength beyond 1 is 11.54%, for reference.
- Per the GRT congestion report, total overflow comes to 0.
- Per the synth stats, the flop cell with the highest instance count is dfxtp_1.
- 76 I/O pins were placed.
- The number of synthesis warnings is 4, for reference.
- The reported max-cap violation count is 0, for reference.
- The critical path goes through clkdlybuf4s50_1 > and4_1 > nand4b_1 > o21ai_0 > a311oi_1 > buf_4 > a21oi_1.
- The critical path depth is 7, for reference.
- For the worst setup path, the data arrival time is approximately 2.1 ns.
- The port buffer count is 71, for reference.
- After clock tree synthesis, the clock-pin slew on the worst setup and hold paths is about 0.060 ns.
- The synthesis run shows the most used standard cells to be dfxtp_1, edfxtp_1, nor2_1.
- Counting flops with an async set or reset pin after synthesis yields a share of 0%.
- The vias per cell is ~4.8, for reference.
- In this run the post-CTS setup repair buffer count came out at 0.
- After legalization and detailed placement, the total HPWL measured around 4000 µm.
- Per the synth log, the flip-flop and latch total comes to 65.
- According to the hold report, the worst path is of the flop to flop type.
- The largest fanout of any net on the critical path is 3, for reference.
- The number of cells on the worst hold path is listed as 1.
- The post-cts repair resize count is 0, for reference.
- The number of antenna violations at the first check in global routing was 0.
- The area of the die is between 0.006 and 0.007 mm², for reference.
- The floorplan step defined a core boundary enclosing between 0.006 and 0.007 mm².
- The hold violation count in the final report is 0, for reference.
[power by group]
group          switching [W]   total, W  internal, W
registers         0.00000614   0.000685     0.000679
clock network       0.000229   0.000582     0.000352
logic              0.0000244  0.0000927    0.0000683
[kinds of logic after synthesis]
kind of cell,count (synthesis),share of synthesized area (%)
XOR/XNOR,21,7.266
flip-flops,65,64.06
buffers and inverters,15,2.718
AND-OR/OR-AND,17,4.301
adder cells (fa/ha/maj),8,3.955
other,1,0.1482
AND/OR/NAND/NOR,83,17.55
[metrics by stage]
step / total power (W) / hold slack [ns] / setup WS [ns] / instances / area, µm²
6_report: 0.001359 / 0.5886 / 0.1293 / 387 / 3666
5_1_grt: 0.001423 / 0.6115 / 0.05424 / 387 / 3666
4_1_cts: 0.001382 / 0.5896 / 0.0003646 / 387 / 3664
3_5_place_dp: 0.0008274 / 0.5704 / -0.3647 / 370 / 3443
3_3_place_gp: 0.0008274 / 0.5631 / -0.3397 / 370 / 3443
2_1_floorplan: 0.0007339 / 0.5418 / 0.2775 / 210 / 2531
[cell usage in the layout, fill, tap and decap left out, types with 12 or more instances in the layout]
master,n
dfxtp_1,33
nand2_1,15
nor2_1,20
edfxtp_1,32
nand3_1,12
buf_4,18
xnor2_1,17
inv_1,12
clkdlybuf4s50_1,70
clkbuf_8,13
[layout make-up]
| class | count | area (µm²) | share of cell area, % |
|---|---|---|---|
| Multi-Input combinational cell | 130 | 840.8 | 22.94 |
| Sequential cell | 65 | 1622 | 44.23 |
| Inverter | 10 | 37.54 | 1.024 |
| Clock inverter | 3 | 16.27 | 0.4437 |
| Tap cell | 75 | 93.84 | 2.560 |
| Clock buffer | 17 | 227.7 | 6.212 |
| Timing Repair Buffer | 87 | 828.3 | 22.59 |
[per-layer routing]
| metal | vias up | track usage, % | share of wire (%) |
|---|---|---|---|
| met4 | 0 | 5.000 | 2.1 |
| met3 | 12 | 6.990 | 7.3 |
| li1 | 942 | - | - |
| met1 | 860 | 25.11 | 44 |
| met5 | - | 0 | 0 |
| met2 | 49 | 24.25 | 46 |
[flip-flops by register name, indices dropped and copies added (netlist names)]
name,cells
tx_data,32
rxusrclk2_edge_cnt,7
gtwiz_reset_all_in,1
reset_hold,16
JESD204_state,3
nsync,1
CommaDetectFlag,1
rxslide_in,1
ILAS_lmfc_cnt,3
[worst register-to-register path: cells and delay by family, from the launching register on]
family / cells / cell delay (ns)
AND/OR/NAND/NOR: 2 / 0.69
flip-flops: 1 / 0.47
AND-OR/OR-AND: 2 / 0.27
[worst max path at each step]
stage	from	end
finish	i_gtwiz_userdata_rx_out[28]	rxslide_in$_SDFFCE_NN0P_
global route	i_gtwiz_userdata_rx_out[29]	rxslide_in$_SDFFCE_NN0P_
CTS	rxslide_in$_SDFFCE_NN0P_	o_rxslide_in
Power figures rest on the tool's default switching activity, not on a simulated workload.
